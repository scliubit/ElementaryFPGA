`config.mk`:
```
export PLATFORM = sky130hd
export DESIGN_NAME = led_run
export DESIGN_NICKNAME = led_run
export VERILOG_FILES = /design/flow/design.v
export SDC_FILE = /design/flow/constraint.sdc
export NUM_CORES = 4
export LEC_CHECK = 1
export CORE_UTILIZATION = 30
```
`constraint.sdc`:
```
current_design led_run

set clk_period 2.9
set clk_io_pct 0.2

create_clock -name clk0 -period $clk_period [get_ports {clk}]

set non_clock_inputs [all_inputs -no_clocks]
set_input_delay [expr $clk_period * $clk_io_pct] -clock clk0 $non_clock_inputs
set_output_delay [expr $clk_period * $clk_io_pct] -clock clk0 [all_outputs]
```
`design.v`:
```
`timescale 1ns / 1ps
module led_run(input clk,rst,
output wire [6:0]SEQ,
output wire [3:0]CS,
output signal,R);
wire clk1;
wire clk2;
wire [1:0]count4;
wire [3:0]DATA;
wire [3:0]DATA0;
wire [3:0]DATA1;
wire [3:0]DATA2;
wire [3:0]DATA3;
assign signal=clk2;
assign R=rst;
fre_div #(10000,17)fre_div1
(.clk(clk),
.rst(rst),
.clk_out(clk1));
fre_div #(100,10)fre_div2
(.clk(clk1),
.rst(rst),
.clk_out(clk2));
counter #(.WIDTH(2),.M(4)) M4counter
(.clk(clk1),
.rst(rst),
.counter(count4));
assign CS[0]=!count4[0]&!count4[1];
assign CS[1]=count4[0]&!count4[1];
assign CS[2]=!count4[0]&count4[1];
assign CS[3]=count4[0]&count4[1];
digital_clock digital_clock(
.clk(clk2),
.rst(rst),
.DATA0(DATA0),
.DATA1(DATA1),
.DATA2(DATA2),
.DATA3(DATA3));
assign DATA[0]=CS[0]&DATA0[0]|CS[1]&DATA1[0]|CS[2]&DATA2[0]|CS[3]&DATA3[0];
assign DATA[1]=CS[0]&DATA0[1]|CS[1]&DATA1[1]|CS[2]&DATA2[1]|CS[3]&DATA3[1];
assign DATA[2]=CS[0]&DATA0[2]|CS[1]&DATA1[2]|CS[2]&DATA2[2]|CS[3]&DATA3[2];
assign DATA[3]=CS[0]&DATA0[3]|CS[1]&DATA1[3]|CS[2]&DATA2[3]|CS[3]&DATA3[3];
seq seq(
.DATA(DATA),
.clk(clk),
.SEQ(SEQ));
endmodule
module digital_clock(
input clk,rst,
output [3:0]DATA0,
output [3:0]DATA1,
output [3:0]DATA2,
output [3:0]DATA3);
wire RST;
assign RST=rst|(DATA3[1]&DATA2[2]);
counter #(.WIDTH(4),.M(10))CNT_ML(
.clk(clk),
.rst(RST),
.counter(DATA0));
counter #(.WIDTH(4),.M(6))CNT_MH(
.clk(~DATA0[3]),
.rst(RST),
.counter(DATA1));
counter #(.WIDTH(4),.M(10))CNT_HL(
.clk(~DATA1[2]),
.rst(RST),
.counter(DATA2));
counter #(.WIDTH(4),.M(3))CNT_HH(
.clk(~DATA2[3]),
.rst(RST),
.counter(DATA3));
endmodule
module mux4to1_bit4(
input [3:0]DATA0,
input [3:0]DATA1,
input [3:0]DATA2,
input [3:0]DATA3,
input [1:0]CS,
input clk,
output reg [3:0]DATA);
always@(posedge clk)
begin
  case(CS)
    2'b00:DATA<=DATA0;
    2'b01:DATA<=DATA1;
    2'b10:DATA<=DATA2;
    2'b11:DATA<=DATA3;
endcase
end
endmodule
module seq
  (input [3:0]DATA,
  input clk,
  output reg [6:0]SEQ);
  always @(posedge clk)
  begin
  case(DATA)
    4'h0: SEQ=7'h7e;
    4'h1: SEQ=7'h30;
    4'h2: SEQ=7'h6d;
    4'h3: SEQ=7'h79;
    4'h4: SEQ=7'h33;
    4'h5: SEQ=7'h5b;
    4'h6: SEQ=7'h5f;
    4'h7: SEQ=7'h70;
    4'h8: SEQ=7'h7f;
    4'h9: SEQ=7'h7b;
    4'ha: SEQ=7'h77;
    4'hb: SEQ=7'h1f;
    4'hc: SEQ=7'h0d;
    4'hd: SEQ=7'h3d;
    4'he: SEQ=7'h4f;
    4'hf: SEQ=7'h47;
endcase
end
endmodule
module counter
#(parameter WIDTH=17,
parameter M=100000)
(input clk,rst,
output reg [WIDTH-1:0]counter);
always@(posedge clk or posedge rst)
begin
        if(rst)
        counter <= 0;
        else if (counter == M-1) begin  
        counter <= 0;  
        end 
        else begin  
        counter <= counter + 1;  
        end  
end
endmodule 
module fre_div #(
parameter N=8,
WIDTH=3)
(input clk,rst,
output reg clk_out);
reg [WIDTH-1:0]counter;
always@(posedge clk or posedge rst)
begin
        if(rst)
        counter<=0;
        else if (counter == N-1) begin  
        counter <= 0;  
        end 
        else begin  
        counter <= counter + 1;  
        end  
end
always @(posedge clk or posedge rst) begin  
    if (rst) begin   
        clk_out <= 0;  
    end  
    else if (counter == N-1) begin  
        clk_out <= ~clk_out;  
    end  
end
endmodule  
module decoder2to4(
input [1:0]in,
output wire [3:0]out);
assign out[0]=!in[0]&!in[1];
assign out[1]=in[0]&!in[1];
assign out[2]=!in[0]&in[1];
assign out[3]=in[0]&in[1];
endmodule
```
`run.sh`:
```
#!/bin/bash
# OpenROAD 26Q1-2900-gdf79404cd8, Yosys 0.63+post, stock flow scripts
make -C /OpenROAD-flow-scripts/flow DESIGN_CONFIG=/design/flow/config.mk WORK_HOME=/design/flow/orfs finish
```
==> results_dict.tcl <==
# collected from the flow reports
set metrics [dict create \
    grt_pass1_vias 1497 \
    busiest_layer "met1" \
    period_minus_slack_ns 2.12 \
    peakVddDrop_mv 0.136 \
    worst_hold_slack_ns 0.480 \
    ys_area_um2 2550 \
    grt_usage_pct 9.59 \
    cts_resized 0 \
    hp-class "flop to flop" \
    lay_top_cells "dfrtp_1 (35), nor2_1 (18), inv_1 (17)" \
    cts_buffers 3 \
    timing.fmax_mhz 472 \
    ys.flops 54 \
    fp.dieW_um 94.2 \
    drtPass1Iterations 4 \
    cts_buffer_depth 2 \
    vias 1636 \
    grt_max_degree 21 \
    warnings 33 \
    wire_per_inst_um 11.1 \
    maxSlewHeadroom_pct 47.8 \
    grtUsageMet3_pct 0.905 \
    cp.arrival_ns 1.54 \
    met2_usage_pct 14.6 \
    place_area_um2 2830 \
    fin_setup_tns_ns 0 \
    cp_slowest_cell "clkdlybuf4s50_1" \
    power_leakage_nw 1.31 \
    edf_count 0 \
    layout-drive-gt1-share_pct 7.26 \
    place_hpwl_um 2990 \
    async_reset_ff_share_pct 87.0 \
    grt_pass1_wl_um 6880 \
    place_congestion 0.821 \
    report.final.slew_viol_count 0 \
    unclocked_regs 29 \
    ys_top_cells_by_area "dfrtp_1 (34%), dfrtn_1 (12%), ha_1 (6.4%)" \
    dieArea_um2 8880 \
    die_h_um 94.2 \
    synth.distinct_cells 40 \
    fillers 791 \
    lay_top_count "dfrtp_1" \
    postSynthSeqShare_pct 51.6 \
    setup_viol 0 \
    critPathLaunchType "primary input" \
    top_area_share_pct 34.3 \
    top_area_cell "dfrtp_1" \
    overflow 0 \
    crit_chain "clkdlybuf4s50_1, clkdlybuf4s50_1" \
    path_delay_family "buffers and inverters" \
    diodes 0 \
    finClkSkew_ns 0.00828 \
    maxCapViolations 0 \
    cp_max_fo 3 \
    cpPeakStageDelay_ns 0.49 \
    untimed_endpoints 41 \
    drc 0 \
    h-tree-depth 1 \
    cpMostUsedCell "clkdlybuf4s50_1" \
    cts_hold_buf 0 \
    post_cts_buffers 0 \
    cp-end-kind "primary output" \
    status "finished clean" \
    ys_cells 231 \
    cts.reportedPaths.clkPinSlew_ns 0.08 \
    power.density_nw_per_um2 196 \
    yosysWarnings 9 \
    syn_area_um2 2550 \
    port_buffers 14 \
    hold_violations 0 \
    cp.required_ns 2.32 \
    synthFlopType "dfrtp_1" \
    rsz0062_at_grt "no" \
    cts_tree "done" \
    worstSetupPathType "primary input to primary output" \
    final_cell_area_um2 2870 \
    synthCells 231 \
    area_growth_pct 12.6 \
    utilization_pct 34.9 \
    wl_um 3920 \
    antenna_found_initial 0 \
    vias_per_cell 4.63 \
    path_buffers 2 \
    rows 33 \
    io_pins 15 \
    fp_util_pct 31.0 \
    drtAntennaViolNets 0 \
    clk_latency_ns 0.26 \
    syn-mean-instance-area_um2 11.0 \
    fp.coreArea_um2 8220 \
    met1_usage_pct 15.8 \
    root_buffer "clkbuf_8" \
    worst_pin_slew_ns 0.783 \
    drt_iter0_drc 88 \
    fin_crit_sh_pct 73.0 \
]
==> metal layers <==
metal,routed length [um],part of all wire [%]
met5,0,0
met1,2060,53
met2,1740,44
met3,88,2.2
met4,26,0.66
==> kinds of logic after synthesis <==
logic type      count (synthesis)  share of synthesized area (%)
compound gates                 34                           9.37
xor+xnor                       28                           9.61
buf+inv                        21                           3.24
simple gates                   70                           15.3
fa+ha+maj                      13                           6.38
mux                            11                           4.56
flops                          54                           51.6
==> sequential cells by signal, summed over array words and instances, names as in the netlist <==
name / flops
fre_div2.clk_out: 1
M4counter.counter: 2
digital_clock.CNT_HH.counter: 4
digital_clock.CNT_ML.counter: 4
fre_div1.counter: 17
fre_div1.clk_out: 1
seq.SEQ: 7
fre_div2.counter: 10
digital_clock.CNT_MH.counter: 4
digital_clock.CNT_HL.counter: 4
==> where the power goes <==
group | switching [mW] | internal, mW | total (mW) | leakage [nW]
clock | 0.101 | 0.0979 | 0.199 | 0.0228
combinational | 0.0131 | 0.00517 | 0.0182 | 0.602
sequential | 0 | 0.346 | 0.346 | 0.686
==> metrics by stage <==
step / instances / worst slack, ns / power (mW)
floorplan: 231 / 1.18 / 0.364
global placement: 349 / 0.776 / 0.373
detailed placement: 349 / 0.775 / 0.373
CTS: 353 / 0.774 / 0.575
global route: 353 / 0.753 / 0.586
finish: 353 / 0.783 / 0.564
==> Yosys cell counts (4+ instances only) <==
cell      n
dfrtp_1  35
inv_1    17
nand4_1   4
dfxtp_1   7
mux2i_1   6
a21oi_1   6
mux2_2    5
a22oi_1   4
xor2_1   14
ha_1     13
dfrtn_1  12
xnor2_1  14
nor2_1   18
o21ai_0   8
nand3_1  14
nand2_1  15
a22o_1    4
==> layout make-up <==
cell class	count	area, um2	area share, %
clock buffers	4	45.0	1.57
inverters	17	63.8	2.22
multi-input cells	156	1150	40.1
flip-flops and latches	54	1320	45.8
well taps	105	131	4.58
repair buffers	17	163	5.66
==> worst paths after layout <==
check	start	to	slack (ns)	cells past startpoint
max in group asynchronous	rst	fre_div1.counter[8]$_DFF_PP0_	1.62	2
max reg2reg	fre_div1.counter[4]$_DFF_PP0_	fre_div1.counter[1]$_DFF_PP0_	1.01	3
max	rst	R	0.78	2
min reg2reg	fre_div1.counter[0]$_DFF_PP0_	fre_div1.counter[0]$_DFF_PP0_	0.48	1
min	fre_div1.counter[0]$_DFF_PP0_	fre_div1.counter[0]$_DFF_PP0_	0.48	1
min in group asynchronous	rst	fre_div1.counter[13]$_DFF_PP0_	0.80	2
No activity file was given, so power comes from the tool's default toggle rates.
